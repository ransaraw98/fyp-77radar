## design/flow/config.mk

```make
export PLATFORM = sky130hd
export DESIGN_NAME = edge_detect
export DESIGN_NICKNAME = edge_detect
export VERILOG_FILES = /design/flow/design.v
export SDC_FILE = /design/flow/constraint.sdc
export NUM_CORES = 4
export LEC_CHECK = 1
export CORE_AREA = 10 10 70 70
export DIE_AREA = 0 0 80 80
```

## design/flow/constraint.sdc

```tcl
current_design edge_detect

set clk_period 1.1
set clk_io_pct 0.2

create_clock -name clk0 -period $clk_period [get_ports {clk}]

set non_clock_inputs [all_inputs -no_clocks]
set_input_delay [expr $clk_period * $clk_io_pct] -clock clk0 $non_clock_inputs
set_output_delay [expr $clk_period * $clk_io_pct] -clock clk0 [all_outputs]
```

## design/flow/design.v

```verilog
`timescale 1ns / 1ps
module edge_detect
#(
    parameter N = 8
)
(
    input         clk,
    input [N-1:0] din,
    output        edge_detected
);
    reg [N-1:0] tmp             = 0;
    reg         edge_detected_i = 0;
    assign edge_detected = edge_detected_i;
    always @ (posedge clk) begin
        tmp <= din;
        if (tmp != din)
            edge_detected_i <= 1'b1;
        else
            edge_detected_i <= 1'b0;
    end
endmodule
```

## design/flow/run.sh

```bash
#!/bin/bash
# OpenROAD 26Q1-2900-gdf79404cd8, Yosys 0.63+post, stock flow scripts
make -C /OpenROAD-flow-scripts/flow DESIGN_CONFIG=/design/flow/config.mk WORK_HOME=/design/flow/orfs finish
```

==> results_dict.tcl <==
# yosys + openroad results
set metrics [dict create \
    postSynthAreaPerCell_um2 13.3 \
    end_kind "flip-flop" \
    area_growth_pct 67.1 \
    die_h_um 80 \
    status "finished, final reports clean" \
    drt-wirelength-per-cell_um 6.65 \
    num_rows 21 \
    power_density_nw_per_um2 1480 \
    period_minus_slack_ns 1.09 \
    cp.required_ns 1.24 \
    hold_path_class "primary input to flip-flop" \
    min_period_over_period_pct 98.7 \
    first_global_vias 189 \
    synth_area_um2 267 \
    sw_frac_of_total_pct 20.8 \
    drive_gt1_share_pct 12.1 \
    pwr-share-seq_pct 52.9 \
    core-area_um2 3420 \
    comb_area_um2 92.6 \
    fin_cells 79 \
    yosys_area_um2 267 \
    place.gp.congestion 0.747 \
    arrival_ns 1.23 \
    cts_tree "built" \
    fmax_mhz 921 \
    regArea_um2 180 \
    drt_first_pass_iters 2 \
    wl_um 525 \
    clock_latency_ns 0.25 \
    clkTransAtPathRegs_ns 0.06 \
    grt_pass1_wl_um 897 \
    reg2reg_slack_ns 0.15 \
    clock-sinks 9 \
    synth_cell_types 4 \
    relSlewSlack_pct 82.0 \
    mostFrequentLayoutCells "dfxtp_1 (9), xor2_1 (8), clkdlybuf4s50_1 (8), clkbuf_4 (3)" \
    cts_root_buf "clkbuf_4" \
    placedCellCount 76 \
    yosysCellCount 20 \
    fp-utilization_pct 7.80 \
    cap_violations 0 \
    grtUsageTotal_pct 1.86 \
    power.switching_uw 137 \
    dieArea_um2 6400 \
    drt_iter0_drc 5 \
    ys_seq_share_pct 67.6 \
    warning_count 25 \
    p_comb_share_pct 9.4 \
    tightest_slew_ns 0.268 \
    worstSetupPathType "primary input to flip-flop" \
    power_leakage_nw 0.160 \
    layout.cells.most_common "dfxtp_1" \
    critPathMaxFanout 2 \
    fill_cells 395 \
    start_kind "primary input" \
    finalMaxSlewViolations 0 \
    vdd_drop_max_mv 0.566 \
    hold_viol 0 \
    rsz0062_at_grt "false" \
    htreeDepth 1 \
    p_clk_share_pct 37.7 \
    synth_flop_count 9 \
    vias_per_cell 2.22 \
    die_w_um 80 \
    yosysWarnings 1 \
    drc_errors 0 \
    via_count 175 \
    io_buffers 9 \
    grt_start_max_net_pins 6 \
    fin_skew_ns 0.000828 \
    cts_buffers 3 \
    post_cts_buffers 0 \
    grt_antenna_before_repair 0 \
    syn_inst 20 \
    power.internal_uw 521 \
    dpl.hpwl_um 411 \
    cts_buffer_depth 2 \
    whs_ns 0.459 \
    grt_overflow 0 \
    finalSetupViolations 0 \
    ant_nets 0 \
    diodes 0 \
    io_pins 10 \
]
[power by group through the flow]
stage	combinational (mW)	clock, mW	sequential, mW
global route	0.0672	0.292	0.350
CTS	0.0626	0.263	0.348
finish	0.0617	0.248	0.348
[metrics by stage]
stage / setup slack, ns / area (um^2) / TNS, ns / utilization, % / power [mW]
2_1_floorplan: 0.249 / 267 / 0 / - / 0.375
3_3_place_gp: -0.321 / 422 / -0.321 / 12.3 / 0.415
3_5_place_dp: -0.362 / 422 / -0.362 / 12.3 / 0.416
4_1_cts: 0.0132 / 445 / 0 / 13.0 / 0.674
5_1_grt: 0.0118 / 445 / 0 / 13.0 / 0.709
6_report: 0.0140 / 445 / 0 / 13.0 / 0.658
[critical path, cell delays in order]
cell and delay (ns):
clkdlybuf4s50_1 0.44, xor2_1 0.18, nor4_1 0.31, nand2_1 0.08
[cells by family after synthesis]
kind of cell              Yosys count  synth area share, %
DFF                                 9                 67.6
xor gates and xnor gates            8                 26.3
and+or+nand+nor                     3                 6.10
[state kept, by name, summed over array words and instances, names as in the netlist]
signal / flops
edge_detected_i: 1
tmp: 8
[Yosys cell counts (all sizes together)]
cell type | instances | area [um^2]
nor4 | 2 | 12.5
nand2 | 1 | 3.75
xor2 | 8 | 70.1
dfxtp | 9 | 180
[per-layer routing]
metal,GRT usage (%),part of all wire [%],up-vias
li1,-,-,89
met1,2.75,59,72
met2,1.20,20,14
met3,2.50,20,0
met4,0.352,0,0
met5,0,0,-
[path summary, 6_finish.rpt]
| check | startpoint | to | cells after the start |
|---|---|---|---|
| hold / removal | din[4] | tmp[4] | 1 |
| setup / recovery | din[3] | edge_detected_i | 4 |
| hold reg to reg | tmp[5] | edge_detected_i | 3 |
| setup reg to reg | tmp[6] | edge_detected_i | 3 |
[area by class of cell]
class / instances / share of cell area, %
timing repair buffer: 9 / 19.9
multi-input combinational: 11 / 20.8
tap: 46 / 12.9
clock buffer: 4 / 5.90
sequential: 9 / 40.4
[timing repair]
item	in CTS	in global routing
pin swaps	1	1
setup endpoints to repair	2	1
gates resized	2	0
hold buffers	0	0
No activity file was given, so power comes from the tool's default toggle rates.
